==> design.v <==
module key_hex (
 HEX0, 		 
 HEX1, 		 
 HEX2, 		 
 HEX3, 		 
 HEX4, 		 
 HEX5,
	LEDR,  
 CLOCK_50		, 		 
 PS2_CLK 	, 		 
 PS2_DAT);			 
 input CLOCK_50;
 input PS2_DAT;
 input PS2_CLK;
 output[6:0] HEX0 ;
 output[6:0] HEX1 ;
 output[6:0] HEX2 ;
 output[6:0] HEX3 ;
 output[6:0] HEX4 ;
 output[6:0] HEX5 ;
 output [6:0] LEDR;
 reg [9:0] gpio;
 reg [6:0] hex0_out ;
 reg [6:0] hex1_out ;
 reg [13:0] hex_out ;
 reg [7:0] counter;
 reg [10:0] data;
 reg valid;
 reg cnt;
 reg cnt2;
 parameter HEX_0 = 14'b11111111000000;		 
 parameter HEX_1 = 14'b11111111111001;		 
 parameter HEX_2 = 14'b11111110100100;		 
 parameter HEX_3 = 14'b11111110110000;		 
 parameter HEX_4 = 14'b11111110011001;		 
 parameter HEX_5 = 14'b11111110010010;		 
 parameter HEX_6 = 14'b11111110000010;		 
 parameter HEX_7 = 14'b11111111111000;		 
 parameter HEX_8 = 14'b11111110000000;		 
 parameter HEX_9 = 14'b11111110011000;		 
 parameter HEX_a = 14'b11111110001000;		 
 parameter HEX_b = 14'b11111110000011;		 
 parameter HEX_c = 14'b11111111000110;		 
 parameter HEX_d = 14'b11111110100001;		 
 parameter HEX_e = 14'b11111110000110;		 
 parameter HEX_f = 14'b11111110001110;		 
 parameter HEX_g = 14'b01100101000110;		 
 parameter HEX_h = 14'b11111110001001;		 
 parameter HEX_i = 14'b10001101110110;		 
 parameter HEX_j = 14'b11111101100000;		 
 parameter HEX_k = 14'b01101010001011;		 
 parameter HEX_l = 14'b11111111000111; 	 
 parameter HEX_m = 14'b10110001001100;		 
 parameter HEX_n = 14'b11100010001011;		 
 parameter HEX_o = 14'b11100001000110;		 
 parameter HEX_p = 14'b11111110001100;		 
 parameter HEX_q = 14'b11101111000000;		 
 parameter HEX_r = 14'b01001000001110;		 
 parameter HEX_s = 14'b01100100010110;		 
 parameter HEX_t = 14'b10011101111110;		 
 parameter HEX_u = 14'b11111111000001;		 
 parameter HEX_v = 14'b11011011011011;		 
 parameter HEX_w = 14'b11000011000011; 	 
 parameter HEX_x = 14'b01101010010011; 	 
 parameter HEX_y = 14'b01111010011011; 	 
 parameter HEX_z = 14'b01101000100110;		 
 parameter HEX_en = 14'b01010110000110; 	 
 parameter HEX_ec = 14'b10001100000110;	 
 parameter HEX_bs = 14'b00100100000011;	 
 parameter left =  14'b01100000111111;		 
 parameter right = 14'b01111110000110;		 
 parameter up   =  14'b10011001011000;		 
 parameter down =  14'b10000111100001;		 
 parameter off   = 7'b1111111;		 
wire cnt1 = (counter >= 8'd11 )? 1'b1 : 1'b0;
	 always @ (negedge PS2_CLK or posedge cnt1 )
	 begin 
		if (cnt1)
		begin
			counter <= 0;
			cnt <= 1;
		end
			else
		begin
			counter <= counter + 1;
			cnt <= 0;
		end	
	end
always @ (negedge PS2_CLK or  posedge cnt )
 begin
 if (cnt) begin  valid <= 1; end
 else
 case (counter)
		8'd0	: begin valid = 1; data[0] = PS2_DAT; end  
		8'd1	: begin valid = 0; data[1] = PS2_DAT; end  
		8'd2	: begin valid = 0; data[2] = PS2_DAT; end  
		8'd3	: begin valid = 0; data[3] = PS2_DAT; end  
		8'd4	: begin valid = 0; data[4] = PS2_DAT; end  
		8'd5	: begin valid = 0; data[5] = PS2_DAT; end  
		8'd6	: begin valid = 0; data[6] = PS2_DAT; end  
		8'd7	: begin valid = 0; data[7] = PS2_DAT; end  
		8'd8	: begin valid = 0; data[8] = PS2_DAT; end  
		8'd9	: begin valid = 1; data[9] = PS2_DAT; end  
		8'd10 : begin valid = 1; data[10] = PS2_DAT; end  
		8'd11	: begin valid = 1; end 
		8'd12	: begin valid = 1; end
	endcase
end
 always @(posedge CLOCK_50 )	
	begin
		hex_out = 14'b11111111111111;    
		if (data[8:1] == 8'b00001111) begin		
		 hex_out <= HEX_f; 
		 end
		 else
		if (data[8:1] == 8'b01000101) begin		
		 hex_out <= HEX_0; 
		 end
		 else		 
		 if (data[8:1] == 8'b00010110) begin	
		 hex_out <= HEX_1; 
		 end
		 else
		 if (data[8:1] == 8'b00011110) begin  
		 hex_out <= HEX_2; 
		 end
		 else
		 if (data[8:1] == 8'b00100110) begin 
		 hex_out <= HEX_3; 
		 end 
		 else 
		 if (data[8:1] == 8'b00100101) begin
		  hex_out <= HEX_4; 
		 end
		 else
		 if (data[8:1] == 8'b00101110) begin 
		 hex_out <= HEX_5; 
		 end
		 else
		 if (data[8:1] == 8'b00110110) begin
		 hex_out <= HEX_6; 
		 end
		 else
		 if (data[8:1] == 8'b00111101) begin
		 hex_out <= HEX_7; 
		 end
		 else
		 if (data[8:1] == 8'b00111110) begin
		 hex_out <= HEX_8;
		 end
		 else
		 if (data[8:1] == 8'b01000110) begin  
		 hex_out <= HEX_9; 
		 end
		else
		if (data[8:1] == 8'b00011100) begin   
		hex_out <= HEX_a; 
		end
		else
		if (data[8:1] == 8'b00110010) begin
		hex_out <= HEX_b;
		end
		else
		if (data[8:1] == 8'b00100001) begin  
		hex_out <= HEX_c; 
		end
		else
		if (data[8:1] == 8'b00100011) begin  
		hex_out <= HEX_d; 
		end
		if (data[8:1] == 8'b00100100) begin  
		hex_out <= HEX_e; 
		end
		else
		if (data[8:1] == 8'b00101011) begin  
		hex_out <= HEX_f; 
		end
		else
		if (data[8:1] == 8'b00110100) begin  
		hex_out <= HEX_g; 
		end
		else
		if (data[8:1] == 8'b00110011) begin  
		hex_out <= HEX_h; 
		end
		else
		if (data[8:1] == 8'b01000011) begin  
		hex_out <= HEX_i; 
		end
		else
		if (data[8:1] == 8'b00111011) begin  
		hex_out <= HEX_j; 
		end
		else
		if (data[8:1] == 8'b01000010) begin  
		hex_out <= HEX_k; 
		end
		else 
		if (data[8:1] == 8'b01001011) begin  
		hex_out <= HEX_l; 
		end
		else
		if (data[8:1] == 8'b00111010) begin  
		hex_out <= HEX_m; 
		end
		else
		if (data[8:1] == 8'b00110001) begin  
		hex_out <= HEX_n; 
		end
		else
		if (data[8:1] == 8'b01000100) begin  
		hex_out <= HEX_o; 
		end
		else
		if (data[8:1] == 8'b01001101) begin  
		hex_out <= HEX_p; 
		end
		else
		if (data[8:1] == 8'b00010101) begin  
		hex_out <= HEX_q; 
		end
		else
		if (data[8:1] == 8'b00101101) begin  
		hex_out <= HEX_r; 
		end
		else
		if (data[8:1] == 8'b00011011) begin  
		hex_out <= HEX_s; 
		end
		if (data[8:1] == 8'b00101100) begin  
		hex_out <= HEX_t; 
		end
		else
		if (data[8:1] == 8'b00111100) begin  
		hex_out <= HEX_u; 
		end
		else
		if (data[8:1] == 8'b00101010) begin  
		hex_out <= HEX_v; 
		end
		else
		if (data[8:1] == 8'b00011101) begin  
		hex_out <= HEX_w; 
		end
		else
		if (data[8:1] == 8'b00100010) begin  
		hex_out <= HEX_x; 
		end
		else
		if (data[8:1] == 8'b00110101) begin  
		hex_out <= HEX_y; 
		end
		else
		if (data[8:1] == 8'b00011010) begin  
		hex_out <= HEX_z; 
		end
		else
		if (data[8:1] == 8'b01101011) begin  
		hex_out <= right; 
		end
		else
		if (data[8:1] == 8'b01110100) begin  
		hex_out <= left; 
		end
	   if (data[8:1] == 8'b01110101) begin  
		hex_out <= up; 
		end
		else
		if (data[8:1] == 8'b01110010) begin  
		hex_out <= down; 
		end
		else
		if (data[8:1] == 8'b01011010) begin  
		hex_out <= HEX_en; 
		end
	   if (data[8:1] == 8'b01110110) begin  
		hex_out <= HEX_ec; 
		end
		else
		if (data[8:1] == 8'b01100110) begin  
		hex_out <= HEX_bs; 
		end
	end
always gpio[0] <= valid;
always gpio[1] <= PS2_CLK;
always gpio[2] <= PS2_DAT;
always gpio[3] <= cnt;
always gpio[4] <= cnt1;
always gpio[5] <= counter[0];
always gpio[6] <= counter[1];
always gpio[7] <= counter[2];
always gpio[8] <= counter[3];
always gpio[9] <= counter[4];
assign HEX0 = hex_out[6:0];
assign HEX1 = hex_out[13:7];
assign LEDR = hex_out[13:7];
assign HEX2 = off;
assign HEX3 = off;
assign HEX4 = off;
assign HEX5 = off;
endmodule
==> run.sh <==
#!/bin/bash
# OpenROAD 26Q1-2900-gdf79404cd8, Yosys 0.63+post, stock flow scripts
make -C /OpenROAD-flow-scripts/flow DESIGN_CONFIG=/design/flow/config.mk WORK_HOME=/design/flow/orfs finish
==> config.mk <==
export PLATFORM = sky130hd
export DESIGN_NAME = key_hex
export DESIGN_NICKNAME = key_hex
export VERILOG_FILES = /design/flow/design.v
export SDC_FILE = /design/flow/constraint.sdc
export NUM_CORES = 4
export LEC_CHECK = 1
export CORE_UTILIZATION = 40
==> constraint.sdc <==
current_design key_hex

set clk_period 1.6
set clk_io_pct 0.2

create_clock -name clk0 -period $clk_period [get_ports {CLOCK_50}]
create_clock -name clk1 -period $clk_period [get_ports {PS2_CLK}]

set non_clock_inputs [all_inputs -no_clocks]
set_input_delay [expr $clk_period * $clk_io_pct] -clock clk0 $non_clock_inputs
set_output_delay [expr $clk_period * $clk_io_pct] -clock clk0 [all_outputs]
==> out/qor.csv <==
metric,value,unit
status,"complete, but fails checks",
failing checks,setup timing,
GR Overflow Total,0,
Flop pwr share,53.6,%
Slew headroom,66.5,%
Residual DRC,0,
Hold/Removal Path Class,reg -> async,
area grow syn2layout,47.4,%
syn_area_per_cell,8.54,um^2
yosys stat area,0.00236,mm^2
final hold vios,0,
Commonest flop,dfxtp_1,
Floorplan Utilization,42.0,%
leakage,1.47,nW
Synth flops,31,
area of the mapped netlist,0.00236,mm^2
Worst R2R Path Depth,7,
Clk pwr share,46.1,%
Top-area cell share,12.7,%
yosys cell count,276,
Peak VDD IR,0.000596,V
max-cap violation count,0,
cell type with the largest total area,buf_4,
port bufs,22,
core area,0.00561,mm^2
PnR worst setup slack,-1180,ps
Setup CP Type,reg -> reg,
combinational power share,0.4,%
Fillers,456,
global-route wire length before repair,10100,um
number of enable flip-flop cells,8,
RSZ-0062 raised after global routing,yes,
post-layout util,62.0,%
internal power,1.19,mW
Mapped Cells,276,
Unique cell types,57,
"count leader, synth",buf_4,
Worst-Margin Slew,500,ps
share of cells above drive strength 1,39.7,%
Logic cell area,0.00163,mm^2
pin count of the biggest net entering global routing,13,
die width,78.8,um
global-route usage over all layers,21.3,%
hold_ws,382,ps
final setup violation count,14,
Crit path required time,1750,ps
1st-pass router iterations,4,
antenna cells,0,
hpwl dp,4840,um
clock transition at the registers of the reported paths,50,ps
YS warnings,9,
pwr dens,436,mW/mm^2
Detail Route Antenna Nets,0,
Synth Seq Share,31.7,%
Post-synth top cells,"buf_4, nor2_1, nand2_1, nor3_1, dfxtp_1",
chip area,0.00620,mm^2
Critical Path Source Type,flop,
Final Power,1.52,mW
height of the die,78.8,um
register area,747,um^2
Via density,5.32,
setup_tns,-15600,ps
drt wl/cell,14.5,um
initial antenna violation count,0,
final WL,6400,um
CTS sink cnt,31,
final slew viol count,0,
CTS tree,built,
Crit. End Element,flop,
async set-reset flop share out of synthesis,29.0,%
CTS Hold Buffers Added,0,
top cells by area,"buf_4, dfxtp_1, edfxtp_1",
Log Warnings,41,
num ports,52,
vias after detailed routing,2342,
sw frac,21.5,%
"Arr. time, crit path",2920,ps
Clock Skews,54.7,ps
number of DRC markers in iteration 0,234,
gpl congestion,0.954,
vias in the first global route,2078,
Max Fanout on Critical Path,5,
NetSw,0.326,mW
FP Rows,27,
==> power groups by stage <==
stage,clock [mW],sequential (mW),combinational [mW]
finish,0.698,0.812,0.00535
global route,0.775,0.811,0.00934
CTS,0.720,0.812,0.00592
==> flip-flops by register name, indices dropped and copies added, names as in the netlist <==
| name | cells |
|---|---|
| counter | 8 |
| data | 8 |
| cnt | 1 |
| hex_out | 14 |
==> path summary, 6_finish.rpt <==
kind                            start         end  slack (ps)
hold / removal             counter[3]  counter[2]         380
max in group clk1          counter[6]     data[2]          90
setup reg to reg              data[1]  hex_out[6]       -1180
min in group clk1          counter[0]  counter[0]         440
min in group clk0          hex_out[3]     HEX0[3]        1230
hold reg to reg            counter[3]  counter[2]         380
max in group asynchronous  counter[0]         cnt         530
setup / recovery              data[1]  hex_out[6]       -1180
==> final cells by class <==
| class | instances | area share, % |
|---|---|---|
| clock buffer | 6 | 2.38 |
| tap | 72 | 2.59 |
| timing repair buffer | 103 | 25.0 |
| inverter | 3 | 0.324 |
| clock inverter | 10 | 1.22 |
| multi-input combinational | 215 | 47.0 |
| sequential | 31 | 21.5 |
==> layer usage <==
layer / wire length [um] / share of wire [%] / global-route usage [%]
met1: 2810 / 44 / 30.9
met5: 0 / 0 / 0
met3: 417 / 6.5 / 3.27
met2: 2870 / 45 / 33.4
met4: 303 / 4.7 / 6.48
==> stage by stage <==
step / area, um^2 / instances / worst slack [ps]
floorplan: 2580 / 303 / -838
global placement: 2980 / 408 / -1040
detailed placement: 2980 / 408 / -1040
CTS: 3320 / 434 / -1100
global route: 3470 / 440 / -1250
finish: 3470 / 440 / -1180
==> cell families after synthesis <==
group / synth area share, %
simple gates: 32.9
buf+inv: 16.2
compound gates: 13.3
flops: 31.7
xor+xnor: 2.60
fa+ha+maj: 2.12
other cells: 0.319
mux: 0.902
==> timing repair <==
| item | CTS | global route |
|---|---|---|
| setup buffers | 11 | 6 |
| pin swaps | 13 | 14 |
| endpoints found under the setup margin | 29 | 21 |
| hold endpoints to repair | 0 | 0 |
| cloned | 0 | 0 |
| gates resized | 35 | 21 |
==> critical path, cell delays in order, from the launching register on <==
cell and delay, ps:
edfxtp_1 460, buf_4 160, nand4bb_1 270, buf_4 190
nor2_4 40, nor2_1 220, nand4_1 180, nor4_1 290
==> placed cells by master (no fill, tap or decap), types with 5 or more instances in the layout <==
cell type	instances
inv_1	12
conb_1	29
dfxtp_1	14
buf_4	70
and2_1	8
nor2_2	6
nor3_1	12
edfxtp_1	8
xnor2_1	5
clkbuf_8	6
a21oi_1	6
clkdlybuf4s50_1	21
buf_6	11
o21ai_0	5
dfrtn_1	8
nand2_1	15
nor2_4	8
nand2b_1	6
nand3_1	5
nor2_1	18
Power figures rest on the tool's default switching activity, not on a simulated workload.
