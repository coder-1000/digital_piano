**./config.mk**
```make
export PLATFORM = sky130hd
export DESIGN_NAME = music
export DESIGN_NICKNAME = music
export VERILOG_FILES = /design/flow/design.v
export SDC_FILE = /design/flow/constraint.sdc
export NUM_CORES = 4
export LEC_CHECK = 1
export CORE_UTILIZATION = 40
```
**./constraint.sdc**
```tcl
current_design music

set clk_period 3.3
set clk_io_pct 0.2

create_clock -name clk0 -period $clk_period [get_ports {clk}]

set non_clock_inputs [all_inputs -no_clocks]
set_input_delay [expr $clk_period * $clk_io_pct] -clock clk0 $non_clock_inputs
set_output_delay [expr $clk_period * $clk_io_pct] -clock clk0 [all_outputs]
```
**./design.v**
```verilog
module music(
    input wire nrst,     
    input wire clk,      
    output reg [3:0]note,  
    output wire speak    
);
assign speak = (enable == 1'b1) ? 1:0;
reg enable;
reg [28:0]counter;
reg one_step;
always @(posedge clk)
begin
    if(counter==29'd12500000) begin
        counter <= 0; one_step <= 1'b1;
		  end
    else begin
        counter <= counter + 29'b1; one_step <= 1'b0;
		  end
end
reg [4:0]music_time;
always @(posedge clk or negedge nrst)
begin
    if(nrst==1'b0)
    begin
        music_time <= 0;
        note <= 0;
		  enable <= 0;
    end
    else
    begin
        if(one_step)
        begin
		  enable <= 1'b1;
            case(music_time)
                0: begin note <=4;  music_time <= music_time+1'b1; end
                1: begin note <=5;  music_time <= music_time+1'b1; end
                2: begin note <=2;  music_time <= music_time+1'b1; end
                3: begin note <=5;  music_time <= music_time+1'b1; end
                4: begin note <=5;  music_time <= music_time+1'b1; end
                5: begin note <=4;  music_time <= music_time+1'b1; end
                6: begin note <=2; music_time <= music_time+1'b1; end
                7: begin note <=4; music_time <= music_time+1'b1; end
                8: begin note <=9; music_time <= music_time+1'b1; end
                9: begin note <=4; music_time <= music_time+1'b1; end
                10:begin note <=5; music_time <= music_time+1'b1; end
                11:begin note <=7; music_time <= music_time+1'b1; end
                12:begin note <=4; music_time <= music_time+1'b1; end
                13:begin note <=7; music_time <= music_time+1'b1; end
                14:begin note <=7; music_time <= music_time+1'b1; end
                15:begin note <=5; music_time <= music_time+1'b1; end
					 16:begin note <=4; music_time <= music_time+1'b1; end
					 17:begin note <=2; music_time <= music_time+1'b1; end
            default:
                begin note <= 0; music_time <= music_time; enable <= 0; end
            endcase
        end
    end
end
endmodule
```
**./run.sh**
```bash
#!/bin/bash
# OpenROAD 26Q1-2900-gdf79404cd8, Yosys 0.63+post, stock flow scripts
make -C /OpenROAD-flow-scripts/flow DESIGN_CONFIG=/design/flow/config.mk WORK_HOME=/design/flow/orfs finish
```
==> ci_impl_report.md <==
### Flow metrics

| Metric | Value |
|---|---|
| Aoi share | 0.0607 |
| Vias in the first global route | approximately 1300 |
| DP Cell Count | about 280 |
| Worst-Margin Slew | 0.708 ns |
| Max Freq | roughly 450 MHz |
| Yosys warns | 1 |
| Post-DR vias/cell | 4.98 |
| Gate Count Post-Synth | approximately 220 |
| Dominant comb cell | simple AND/OR/NAND/NOR gates |
| RR Endpoint | music_time[1] |
| Setup_tns | 0 ns |
| Yosys stat cell total | ~220 |
| Die height | slightly above 70 µm |
| Dominant Register Cell | dfxtp_1 |
| Chip area line of the yosys report | 2000 µm² |
| Yosys top cell area share | 0.300 |
| TritonCTS Buffers | 5 |
| Number of clock sinks | 40 |
| Crit start category | flop |
| Worst Path Max Fanout | 6 |
| Largest net degree at the start of global routing | 17 |
| R2R cell count | 7 |
| Non-filler instance count after layout | between 200 and 300 |
| RSZ-0062 raised after global routing | false |
| Placer Congestion | just under 0.9 |
| DRT iter0 DRCs | 39 |
| Static leakage | between 0.8 and 0.9 nW |
| Crit Path Category | flop to flop |
| Synthesized area | between 1500 and 2000 µm² |
| CP Capture Point | music_time[1] |
| Max Cap Viol | 0 |
| Insertion Delay late pin | 0.29 ns |
| Pins Over Slew Limit | 0 |
| Post-synth seq share | 0.426 |
| Arr. time, crit path | roughly 2.4 ns |
| TritonCTS clock tree | yes |
| Fin crit period | 2.24 ns |
| Init Core Util | 0.421 |
| Total Wirelength | between 3 and 4 mm |
| RR Startpoint | music_time[1] |
| Synth Area per Inst | between 9 and 10 µm² |
| EDFF count, synth | 0 |
| Crit. End Element | flop |
| Post-layout period usage | 0.678 |
| Total gr overflow | 0 |
| Area of the core | approximately 4800 µm² |
| Row Count | 25 |
| VDD IR max | around 0.23 mV |
| Status | finished clean |
| Via Count | 1443 |
| XOR/XNOR Area Share | 0.114 |
| # H-tree levels | 2 |
| Antenna violations before repair | 0 |
| Antenna fix cells | 0 |
| # Post-CTS Setup Buffers | 0 |
| Cell Pwr Density | about 370 nW/µm² |
| Crit path from | music_time[1] |
| Setup Viol. Count Final | 0 |
| GRT Overall Usage | 0.148 |
| Top cells by count, synth | 30 x dfxtp_1, 21 x nor2_1, 17 x nand3_1 |
| DRC | 0 |
| Final hold viol count | 0 |
| Total die size | 5290 µm² |
| Worst Hold Launch | counter[20] |
| Pre-Repair DR Iteration Count | 4 |
| Share of layout cells above drive strength 1 | 0.0762 |
| Root Driver | clkbuf_8 |
| Reg clk slew, reported paths | roughly 0.080 ns |
| Post-synth ARST share | 0.250 |
| Top area cell types | dfxtp_1 30%, dfrtp_1 13%, xnor2_1 7.0% |
| Distinct lib cells used | 39 |
| Clk buf depth | 2 |
| Post-CTS sizing | 0 |
| Worst Path Required | 3.47 ns |
| Fin worst setup slack | approximately 1.1 ns |
| Flops after synth | around 40 |
| Die Width | between 70 and 80 µm |
| HPWL after DPL | approximately 2.4 mm |
| Hold Crit Class | flop to flop |
| IO Port Bufs | 6 |
| Clock skew | about 0.0070 ns |
| Slew headroom | 0.526 |
| Area growth syn-to-layout | 9.20% |
| Multiplexer share of the synthesized area | 0.0369 |
| Hold-fix buffers at CTS | 0 |
| Final ANT Viol Nets | 0 |
| Cell taking the most area after synthesis | dfxtp_1 |
| Synth Area in Simple Gates | 0.268 |
| First-pass GRT wire length | between 6 and 7 mm |
| DP Worst Slack | ~1.1 ns |
| Most common cell in the netlist | dfxtp_1 |
| FF-to-FF setup slack | between 1 and 1.5 ns |
| Stage-log warning count | 29 |
| IO Pins | 7 |
| FA/HA/MAJ Cells, Area Fraction | 0.0438 |
| Avg WL per Cell | about 12 µm |
-- how the worst min path moves through the flow --
stage              to  slack, ns  depth (start not counted)
4_1_cts   counter[20]       0.45                          1
5_1_grt   counter[20]       0.50                          1
6_report  counter[20]       0.45                          1
-- cells by family (layout without fill, tap and decap cells) --
kind of cell    count (synthesis)  in the layout
compound gates                 20             20
xor+xnor                       26             26
fa+ha+maj                       7              7
buf+inv                        21             28
flops                          40             40
mux                             7              7
simple gates                   95             95
-- per-stage QoR --
stage | power, W | utilization | area, µm² | hold WS (ns)
6_report | 0.000813 | 0.459 | 2180 | 0.453
3_3_place_gp | 0.000499 | 0.440 | 2090 | 0.439
3_5_place_dp | 0.000499 | 0.440 | 2090 | 0.444
4_1_cts | 0.000830 | 0.459 | 2180 | 0.455
2_1_floorplan | 0.000495 | - | 2000 | 0.364
5_1_grt | 0.000856 | 0.459 | 2180 | 0.502
-- power by group --
part	total (W)	internal (W)	switching (W)
logic	0.00000332	0.00000104	0.00000228
registers	0.000484	0.000484	0
clock network	0.000326	0.000170	0.000155
-- sequential cells by signal (all words and copies together), names as in the netlist --
register	count
counter	29
enable	1
one_step	1
note	4
music_time	5
-- worst max-delay path, stage by stage, from the launching register on --
cell       delay [ns]
dfrtp_1          0.40
inv_1            0.08
ha_1             0.24
and3b_1          0.21
a2111oi_1        0.47
o21ai_0          0.21
nand2_1          0.17
mux2_2           0.34
-- layout by cell type, fill, tap and decap left out, types with 2 or more instances in the layout --
| master | netlist | final |
|---|---|---|
| a21oi_1 | 6 | 6 |
| and3_1 | 4 | 4 |
| and3_2 | 3 | 3 |
| and3b_1 | 2 | 2 |
| clkbuf_1 | 2 | 2 |
| clkbuf_8 | 0 | 6 |
| clkdlybuf4s50_1 | 0 | 6 |
| dfrtp_1 | 10 | 10 |
| dfxtp_1 | 30 | 30 |
| ha_1 | 7 | 7 |
| inv_1 | 14 | 14 |
| mux2_2 | 3 | 3 |
| mux2i_1 | 4 | 4 |
| nand2_1 | 16 | 16 |
| nand3_1 | 17 | 17 |
| nand4_1 | 9 | 9 |
| nor2_1 | 21 | 21 |
| nor3_1 | 6 | 6 |
| nor4_1 | 3 | 3 |
| nor4b_1 | 3 | 3 |
| o21ai_0 | 8 | 8 |
| o22a_1 | 2 | 2 |
| or3_1 | 2 | 2 |
| xnor2_1 | 16 | 16 |
| xor2_1 | 10 | 10 |
-- metal layers --
layer,share of wire,wire length [µm],global-route usage,vias up
met3,0.037,124,0.0308,5
met5,0,0,0,-
met2,0.42,1410,0.219,25
met1,0.52,1740,0.239,649
met4,0.016,53,0.0174,0
li1,-,-,-,764
-- area by class of cell --
class | instances | area (µm²)
Multi-Input combinational cell | 155 | 1050
Clock buffer | 8 | 90.1
Inverter | 14 | 52.6
Tap cell | 67 | 83.8
Sequential cell | 40 | 851
Fill cell | 461 | 2570
Timing Repair Buffer | 6 | 60.1
Power is estimated from default activity; no workload was simulated.
