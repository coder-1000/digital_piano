===== ./config.mk =====
export PLATFORM = sky130hd
export DESIGN_NAME = keyboard
export DESIGN_NICKNAME = keyboard
export VERILOG_FILES = /design/flow/design.v
export SDC_FILE = /design/flow/constraint.sdc
export NUM_CORES = 4
export LEC_CHECK = 1
export CORE_AREA = 10 10 107 107
export DIE_AREA = 0 0 117 117

===== ./constraint.sdc =====
current_design keyboard

set clk_period 1.3
set clk_io_pct 0.2

create_clock -name clk0 -period $clk_period [get_ports {clk}]
create_clock -name clk1 -period $clk_period [get_ports {ps_clk}]

set non_clock_inputs [all_inputs -no_clocks]
set_input_delay [expr $clk_period * $clk_io_pct] -clock clk0 $non_clock_inputs
set_output_delay [expr $clk_period * $clk_io_pct] -clock clk0 [all_outputs]

===== ./design.v =====
module keyboard(clk, ps_clk, ps_data, key_out, hex_1, hex_2, scan_code);			
	input clk;
	input ps_data;
	input ps_clk;
	output [7:0] key_out, scan_code;
	output [6:0] hex_1, hex_2;
	reg [7:0] dataout;
	reg [13:0] hex_out;
	reg [7:0] counter;
	reg [10:0] data;
	reg valid;
	reg cnt;
	reg cnt2;
	reg break;
 parameter HEX_0 = 14'b11111111000000;		 
 parameter HEX_2 = 14'b11111110100100;	    
 parameter HEX_a = 14'b11111110001000;		 
 parameter HEX_b = 14'b11111110000011;		 
 parameter HEX_c = 14'b11111111000110;		 
 parameter HEX_d = 14'b11111110100001;		 
 parameter HEX_e = 14'b11111110000110;		 
 parameter HEX_f = 14'b11111110001110;		 
 parameter HEX_g = 14'b01100101000110;		 
 parameter HEX_h = 14'b11111110001001;		 
 parameter HEX_i = 14'b10001101110110;		 
 parameter HEX_j = 14'b11111101100000;		 
 parameter HEX_k = 14'b01101010001011;		 
 parameter HEX_l = 14'b11111111000111; 	 
 parameter HEX_m = 14'b10110001001100;		 
 parameter HEX_n = 14'b11100010001011;		 
 parameter HEX_o = 14'b11100001000110;		 
 parameter HEX_p = 14'b11111110001100;		 
 parameter HEX_q = 14'b11101111000000;		 
 parameter HEX_r = 14'b01001000001110;		 
 parameter HEX_s = 14'b01100100010110;		 
 parameter HEX_t = 14'b10011101111110;		 
 parameter HEX_u = 14'b11111111000001;		 
 parameter HEX_v = 14'b11011011011011;		 
 parameter HEX_w = 14'b11000011000011; 	 
 parameter HEX_x = 14'b01101010010011; 	 
 parameter HEX_y = 14'b01111010011011; 	 
 parameter HEX_z = 14'b01101000100110;		 
wire cnt1 = (counter >= 8'd11 )? 1'b1 : 1'b0;
	 always @ (negedge ps_clk or posedge cnt1 )
	 begin 
		if (cnt1)
		begin
			counter <= 0;
			cnt <= 1;
		end
			else
		begin
			counter <= counter + 1;
			cnt <= 0;
		end	
	end
always @ (negedge ps_clk or  posedge cnt )
 begin
 if (cnt) begin  valid <= 1; end
	else if(break) begin
	case (counter)
		8'd0	: begin valid = 1; data[0] = ps_data; end  
		8'd1	: begin valid = 0; data[1] = 0; end  
		8'd2	: begin valid = 0; data[2] = 0; end  
		8'd3	: begin valid = 0; data[3] = 0; end  
		8'd4	: begin valid = 0; data[4] = 0; end  
		8'd5	: begin valid = 0; data[5] = 0; end  
		8'd6	: begin valid = 0; data[6] = 0; end  
		8'd7	: begin valid = 0; data[7] = 0; end  
		8'd8	: begin valid = 0; data[8] = 0; end  
		8'd9	: begin valid = 1; data[9] = ps_data; end  
		8'd10 : begin valid = 1; data[10] = ps_data; end  
		8'd11	: begin valid = 1; end 
		8'd12	: begin valid = 1; end
	endcase
	end
	else begin
	case (counter)
		8'd0	: begin valid = 1; data[0] = ps_data; end  
		8'd1	: begin valid = 0; data[1] = ps_data; end  
		8'd2	: begin valid = 0; data[2] = ps_data; end  
		8'd3	: begin valid = 0; data[3] = ps_data; end  
		8'd4	: begin valid = 0; data[4] = ps_data; end  
		8'd5	: begin valid = 0; data[5] = ps_data; end  
		8'd6	: begin valid = 0; data[6] = ps_data; end  
		8'd7	: begin valid = 0; data[7] = ps_data; end  
		8'd8	: begin valid = 0; data[8] = ps_data; end  
		8'd9	: begin valid = 1; data[9] = ps_data; end  
		8'd10 : begin valid = 1; data[10] = ps_data; end  
		8'd11	: begin valid = 1; end 
		8'd12	: begin valid = 1; end
	endcase
	end	
end
always @(posedge clk)	
	begin
		hex_out = 14'b11111111111111;  	 
		if (data[8:1] == 8'b11110000) begin
		hex_out <= HEX_0;
		break <= 1'b1;
		dataout <= 8'd12;
		end
		if (data[8:1] == 8'b00000000) begin
		hex_out <= HEX_0;
		break <= 1'b0;
		dataout <= 8'd12;
		end
		else
		if (data[8:1] == 8'b11111111) begin
		hex_out <= HEX_2;
		break <= 1'b0;
		dataout <= 8'd12;
		end
		else
		if (data[8:1] == 8'b00011100) begin		
		hex_out <= HEX_a;
		dataout <= 8'd0;
		end
		else
		if (data[8:1] == 8'b00100011) begin  
		hex_out <= HEX_d;
		dataout <= 8'd2;
		end
		else
		if (data[8:1] == 8'b00101011) begin  
		hex_out <= HEX_f; 
		dataout <= 8'd3;
		end
		else
		if (data[8:1] == 8'b00110100) begin  
		hex_out <= HEX_g; 
		dataout <= 8'd4;
		end
		else
		if (data[8:1] == 8'b00110011) begin  
		hex_out <= HEX_h; 
		dataout <= 8'd5;
		end
		else
		if (data[8:1] == 8'b01000011) begin  
		hex_out <= HEX_i; 
		dataout <= 8'd10;
		end
		else
		if (data[8:1] == 8'b00111011) begin  
		hex_out <= HEX_j; 
		dataout <= 8'd6;
		end
		else
		if (data[8:1] == 8'b01000010) begin  
		hex_out <= HEX_k; 
		dataout <= 8'd7;
		end
		else 
		if (data[8:1] == 8'b01001011) begin  
		hex_out <= HEX_l; 
		dataout <= 8'd8;
		end
		else
		if (data[8:1] == 8'b01000100) begin  
		hex_out <= HEX_o; 
		dataout <= 8'd11;
		end
		else
		if (data[8:1] == 8'b00011011) begin  
		hex_out <= HEX_s;
		dataout <= 8'd1;
		end
		else
		if (data[8:1] == 8'b00111100) begin
		hex_out <= HEX_u;
		dataout <= 8'd9;
		end
	end
assign key_out = dataout;
assign scan_code = data[8:1];
assign hex_1 = hex_out[6:0];
assign hex_2 = hex_out[13:7];
endmodule

===== ./run.sh =====
#!/bin/bash
# OpenROAD 26Q1-2900-gdf79404cd8, Yosys 0.63+post, stock flow scripts
make -C /OpenROAD-flow-scripts/flow DESIGN_CONFIG=/design/flow/config.mk WORK_HOME=/design/flow/orfs finish

==> impl_metrics.json <==
{
  "drt_iter0_markers": 64,
  "cts_tree": "done",
  "top_cell": "dfxtp_1",
  "area_leaders": "dfxtp_1 (20%), edfxtp_1 (14%), dfrtn_1 (11%)",
  "drc_errors": 0,
  "synthesis.area_um2": 1770,
  "synthCells": 174,
  "io_buffers": 27,
  "async_reset_ff_share_pct": 25.7,
  "final.setup.worst_slack_ns": -1.30,
  "core.rowCount": 35,
  "die_area_um2": 13700,
  "area_growth_pct": 82.3,
  "worst_hold_slack_ns": 0.493,
  "grt_pass1_wl_um": 8450,
  "crit_slowest_cell": "or4b_4",
  "crit_path_end_kind": "register",
  "critPathMaxStageDelay_ns": 0.61,
  "slew_violations": 0,
  "ys_cells": 174,
  "fp.dieW_um": 117,
  "routed_wl_um": 5410,
  "antenna_left": 0,
  "grt_usage_pct": 7.74,
  "fin_skew_ns": 0.0504,
  "ys_seq_share_pct": 46.8,
  "path_max_fanout": 5,
  "edf_count": 8,
  "violations": "setup timing",
  "drive_gt1_share_pct": 53.8,
  "antenna_found_initial": 0,
  "grt_use_met3_pct": 1.65,
  "top_cells_by_count": "dfxtp_1 (18), nand2_1 (13), and2_1 (9), o21ai_0 (9)",
  "warnings": 41,
  "avgViaCountPerCell": 4.34,
  "status": "finished, violations left",
  "antenna_cells": 0,
  "yosys_area_um2": 1770,
  "grt_max_degree": 10,
  "die_h_um": 117,
  "grt_pass1_vias": 1738,
  "yosysWarnings": 9,
  "rsz0062_at_grt": "true",
  "busiest_layer": "met2",
  "hold_viol_final": 0,
  "cp.required_ns": 1.48,
  "synth.distinct_cells": 57,
  "p_per_area_nw_per_um2": 616,
  "gp_congestion": 0.930,
  "ys.flop_type": "dfxtp_1",
  "core_um2": 9200,
  "io_pins": 33,
  "leakage_uw": 0.00138,
  "hold_path_class": "register to asynchronous set/reset pin",
  "setup_viol": 36,
  "grtUsageMet2_pct": 12.2,
  "dr.pass1.iters": 4,
  "maxCapViolations": 0,
  "ir_worst_vdd_mv": 0.438,
  "fp_util_pct": 19.2,
  "use_met1_pct": 11.1,
  "total_power_uw": 1980,
  "overflow": 0,
  "worstSetupPathType": "register to register",
  "path_clk_slew_ns": 0.06,
  "cts_sinks": 35,
  "top_area_cell": "dfxtp_1",
  "numSynthFlops": 35,
  "vias": 1731,
  "hpwlAfterDp_um": 3760,
  "wl_per_cell_um": 13.6,
  "critPathLaunchType": "register",
  "fillers": 888,
  "critPathArrivalTime_ns": 2.77,
  "synth_top_area_share_pct": 20.4,
  "avgSynthCellArea_um2": 10.2,
  "crit_chain": "or4b_4 -> nor2_4 -> o21ai_1 -> or4_1 -> a31oi_1"
}
## timing repair
action | 4_1_cts | 5_1_grt
gates resized | 79 | 44
setup endpoints to repair | 53 | 46
hold buffers | 0 | 0
pin swaps | 12 | 8
buffers inserted | 23 | 13
## cell families after synthesis
| kind of cell | after synthesis | synth area share (%) |
|---|---|---|
| AND-OR/OR-AND | 33 | 13.3 |
| XOR/XNOR | 6 | 2.97 |
| other | 1 | 0.212 |
| AND/OR/NAND/NOR | 76 | 27.2 |
| buffers and inverters | 19 | 6.65 |
| adder cells (fa/ha/maj) | 4 | 2.83 |
| flip-flops | 35 | 46.8 |
## final timing paths
check	slack [ns]	from	cells past startpoint	endpoint
min in group clk0	0.50	break$_SDFFE_PP0P_	1	break$_SDFFE_PP0P_
min reg2reg	0.49	counter[7]$_DFF_NP0_	3	counter[2]$_DFF_NP0_
min in group clk1	0.57	counter[6]$_DFF_NP0_	2	counter[6]$_DFF_NP0_
max in group clk1	-0.24	counter[4]$_DFF_NP0_	5	data[1]$_DFFE_NP_
max	-1.30	data[8]$_DFFE_NP_	5	key_out[1]$_SDFFE_PP0P_
max reg2reg	-1.30	data[8]$_DFFE_NP_	5	key_out[1]$_SDFFE_PP0P_
max in group asynchronous	0.26	counter[0]$_DFF_NP0_	5	counter[0]$_DFF_NP0_
min	0.49	counter[7]$_DFF_NP0_	3	counter[2]$_DFF_NP0_
## critical path: cells and delay by family (launching register included)
kind / cells / cell delay (ns)
AND/OR/NAND/NOR: 3 / 1.16
AND-OR/OR-AND: 2 / 0.19
flip-flops: 1 / 0.45
## area by class of cell
class	instances	area [µm²]	area share, %
clock buffers	7	86.3	2.68
inverters	4	15.0	0.466
multi-input cells	124	1130	35.2
well taps	111	139	4.31
clock inverters	9	33.8	1.05
repair buffers	109	977	30.3
flip-flops and latches	35	838	26.0
## registers in the layout, indices dropped and copies added (netlist names)
register	flops
hex_out	13
cnt	1
data	8
break	1
key_out	4
counter	8
## report_power, final
part / switching [µW] / internal [µW] / total, µW
logic: 4.09 / 4.12 / 8.21
clock network: 396 / 459 / 855
registers: 0.262 / 1120 / 1120
total: 400 / 1580 / 1980
## layout by cell type (no fill, tap or decap), drive strengths merged, types with 4 or more instances in the layout
cell type,Yosys,final
dfxtp,18,18
dfrtn,8,8
o21ai,11,11
xnor2,4,4
clkdlybuf4s50,0,5
and2,9,9
or4b,4,4
and3,5,5
nor3,4,4
nor2,9,9
inv,5,13
nand3,5,5
buf,13,89
a21oi,5,5
ha,4,4
clkbuf,1,8
dlygate4sd2,0,7
nand2,14,14
dlymetal6s2s,0,7
edfxtp,8,8
conb,1,5
## metal layers
| layer | share of wire [%] | up-vias |
|---|---|---|
| met5 | 0 | - |
| met4 | 0.48 | 0 |
| met3 | 5.7 | 4 |
| met2 | 46 | 37 |
| met1 | 48 | 834 |
| li1 | - | 856 |
## metrics by stage
step / worst slack (ns) / setup TNS [ns] / cells / util [%] / area [µm²]
after floorplan: -1.12 / -17.91 / 178 / - / 1840
after global placement: -1.30 / -30.29 / 353 / 27.4 / 2520
after detailed placement: -1.29 / -30.42 / 353 / 27.4 / 2520
after CTS: -1.26 / -27.65 / 389 / 32.2 / 2960
after global routing: -1.35 / -30.54 / 399 / 35.0 / 3220
final: -1.30 / -27.92 / 399 / 35.0 / 3220
